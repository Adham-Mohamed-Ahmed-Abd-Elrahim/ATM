==> flow/design.v <==
package param;
    parameter CREDIT_VAL_SIZE = 25 ;
    parameter UP_LIMIT_SIZE = 15 ;
    parameter ATM_CAP_SIZE=        18 ;
    parameter PASSWORD_SIZE = 16 ;
    parameter DEPTH = 64 ;
    parameter PINCARD_SIZE = 6 ;
    parameter WITHDRAW_SIZE=		15;
    parameter TRANSFER_SIZE=		15;
    parameter DEPOSITE_SIZE=		15;
    parameter OP_CHOICE_SIZE=		2;
    parameter WAITING_TIMER_SIZE = 8;
    parameter SLOW_CLK_COUNTER_SIZE=5 ;
    parameter DIVISOR=16;
    parameter RAM_DATA_WIDTH=UP_LIMIT_SIZE+CREDIT_VAL_SIZE;
    parameter ROM_DATA_WIDTH=PASSWORD_SIZE+1;
    parameter WAITING_TIME=5;
endpackage 
module rom #(parameter ROM_DATA_WIDTH = 17,
                       ROM_MEM_SIZE   = 64)
(
	input  wire                             clk,
	input  wire                             read_enable,
	input  wire  [$clog2(ROM_MEM_SIZE)-1:0] address,
	output wire  [ROM_DATA_WIDTH-1:0]       data_out
);
(*rom_style = "block" *) reg [ROM_DATA_WIDTH-1:0] data;  
always  @(posedge clk) begin
    if(read_enable) begin
        case (address)
			'd0:  data <= 'b1000010000100011_1;		'd1:  data <= 'b0001100001000111_1;
			'd2:  data <= 'b0100001001001001_1;		'd3:  data <= 'b0001001100011001_0;
			'd4:  data <= 'b0101100100010111_0;		'd5:  data <= 'b1000000101100101_1;
			'd6:  data <= 'b0001010001100000_1;		'd7:  data <= 'b0010011010011000_1;
			'd8:  data <= 'b0100001010001001_1;		'd9:  data <= 'b0011000110011000_1;
			'd10: data <= 'b1000000101010101_1;		'd11: data <= 'b0100000101101000_1;
			'd12: data <= 'b0110011101001001_1;		'd13: data <= 'b0101010001000000_1;
			'd14: data <= 'b0110001001010001_1;		'd15: data <= 'b1001010001010011_0;
			'd16: data <= 'b1001010010010001_0;		'd17: data <= 'b0010000000000101_1;
			'd18: data <= 'b1000010110010001_1;		'd19: data <= 'b0100000100010100_1;
			'd20: data <= 'b0001100100000111_1;		'd21: data <= 'b0100010001010000_1;
			'd22: data <= 'b0101010110010011_1;		'd23: data <= 'b1001011001001001_0;
			'd24: data <= 'b0100001101000011_1;		'd25: data <= 'b0001000100010001_1;
			'd26: data <= 'b1000011100110111_1;		'd27: data <= 'b0001100110011001_1;
			'd28: data <= 'b0101001100000101_0;		'd29: data <= 'b1000011001001001_1;
			'd30: data <= 'b0101011000110010_1;		'd31: data <= 'b0101000000011001_1;
			'd32: data <= 'b1000001000000100_1;		'd33: data <= 'b0001000110000011_1;
			'd34: data <= 'b0110000101010011_1;		'd35: data <= 'b0100011100000010_1;
			'd36: data <= 'b1001100001100110_1;		'd37: data <= 'b1000001000010010_1;
			'd38: data <= 'b0001010010000101_1;		'd39: data <= 'b0010011100010100_1;
			'd40: data <= 'b0101000001110001_1;		'd41: data <= 'b0111001100100110_1;
			'd42: data <= 'b0011100110001000_1;		'd43: data <= 'b0100001000111001_1;
			'd44: data <= 'b1001001010010011_1;		'd45: data <= 'b1001010110000010_1;
			'd46: data <= 'b0100011001101001_1;		'd47: data <= 'b1001000010000111_1;
			'd48: data <= 'b0011100101110010_1;		'd49: data <= 'b0001011101000100_1;
			'd50: data <= 'b0101011101000000_1;		'd51: data <= 'b0110100101000111_0;
			'd52: data <= 'b1001000000110110_0;		'd53: data <= 'b1001011010000110_1;
			'd54: data <= 'b0111100100101001_1;		'd55: data <= 'b0111100000110001_1;
			'd56: data <= 'b0111001110010000_1;		'd57: data <= 'b0111001100010011_1;
			'd58: data <= 'b0111100100000101_1;		'd59: data <= 'b1001011101101001_1;
			'd60: data <= 'b0100001101100011_1;		'd61: data <= 'b0001011101000111_1;
			'd62: data <= 'b0011000101010110_1;		'd63: data <= 'b0010100110010011_1;
        endcase
    end
end
assign data_out = data;
endmodule
==> flow/run.sh <==
#!/bin/bash
# OpenROAD 26Q1-2900-gdf79404cd8, Yosys 0.63+post, stock flow scripts
make -C /OpenROAD-flow-scripts/flow DESIGN_CONFIG=/design/flow/config.mk WORK_HOME=/design/flow/orfs finish
==> flow/config.mk <==
export PLATFORM = sky130hd
export DESIGN_NAME = rom
export DESIGN_NICKNAME = rom
export VERILOG_FILES = /design/flow/design.v
export SDC_FILE = /design/flow/constraint.sdc
export NUM_CORES = 4
export LEC_CHECK = 1
export CORE_AREA = 10 10 113 113
export DIE_AREA = 0 0 123 123
==> flow/constraint.sdc <==
current_design rom

set clk_period 2.0
set clk_io_pct 0.2

create_clock -name clk0 -period $clk_period [get_ports {clk}]

set non_clock_inputs [all_inputs -no_clocks]
set_input_delay [expr $clk_period * $clk_io_pct] -clock clk0 $non_clock_inputs
set_output_delay [expr $clk_period * $clk_io_pct] -clock clk0 [all_outputs]
==> results.yml <==
# generated from flow reports
critical_path:
  arrival_ps: 1910
  cp_slowest_cell: "clkdlybuf4s50_1"
  path_class: "input port to flip-flop"
  endpoint: "data[3]"
  path_cells: "clkdlybuf4s50_1 > buf_4 > buf_4 > a31oi_1 > a2111oi_1 > a31oi_1"
  required_ps: 1990
  cp_max_fo: 11
  cpPeakStageDelay_ps: 540
  startpoint: "address[3]"
  end_kind: "flip-flop"
  startpoint_type: "input port"
drt:
  first_pass_iters: 5
  wl_um: 9115
  vias: 2689
  wl_per_cell_um: 17.53
  drt-initial-drc-count: 270
  avgViaCountPerCell: 5.171
  drc: 0
  antenna_left: 0
  antenna_cells: 0
yosys:
  common_cells: "24 x a21oi_1, 23 x nand2_1, 23 x nor2_1, 19 x o21ai_0, 18 x buf_2"
  synth_warnings: 1
  ys_ff: 17
  ys_seq_share_pct: 22.60
  syn_area_mm2: 0.002258
  ys_types: 49
  synth.largest_area_cell: "edfxtp_1"
  ys_area_mm2: 0.002258
  synthTopCellsByArea: "edfxtp_1 23%, ha_1 8.9%, a21oi_1 5.3%, o21ai_0 4.2%, buf_2 4.0%"
  synth-async-reset-ratio_pct: 0
  ys.flop_type: "edfxtp_1"
  syn_area_per_cell_um2: 7.980
  post-synth-top-count-cell: "a21oi_1"
  top_cell_area_share_pct: 22.60
  ys_cells: 283
  synth_cells: 283
  edf_count: 17
placement:
  gp_congestion: 0.9418
  dpl.hpwl_um: 6994
  numPortBuffers: 24
  place_area_mm2: 0.003321
final_timing:
  max_freq_mhz: 522.2
  final.min_clock_period_ps: 1915
  maxSlewHeadroom_pct: 69.74
  hold_viol: 0
  setup_viol: 0
  drv_slew: 0
  worst_slew_pin_slew_ps: 448.2
  rsz0062_at_grt: "false"
  period_used_pct: 95.75
  tns_ps: 0
  whs_ps: 875.8
global_route:
  grt_overflow_total: 0
  grt_max_degree: 22
  grt_antenna_before_repair: 0
  grt_pass1_wl_um: 14660
  first_global_vias: 2731
  grt_usage_pct: 12.12
finish:
  post-route-util_pct: 32.91
  regMostFlops: "data"
  area_growth_pct: 50.42
  reg_top3: "data x17"
  drive_above_1_share_pct: 32.81
  final_area_mm2: 0.003397
  num-fill-cells: 1060
  largest_register_ffs: 17
clock_network:
  cts_setup_buffers: 0
  cts_sinks: 17
  root_buffer: "clkbuf_8"
  htree_levels: 1
  clkTransAtPathRegs_ps: 70
  cts_made_buffers: 3
  clockBufferDepth: 2
  cts_tree: "done"
die:
  fp-utilization_pct: 21.88
  core_mm2: 0.01032
  fp-row-count: 37
  chipWidth_um: 123
  io_pins: 25
  die_h_um: 123
  chip_area_mm2: 0.01513
job:
  drv_cap: 0
  warnings: 38
hold_path:
  hp-class: "input port to flip-flop"
power_and_ir_drop:
  peakVddDrop_mv: 0.1651
  leakage_nw: 1.385
  p_per_area_mw_per_mm2: 411.7
status:
  status: "finished, final reports clean"
-- kinds of logic (layout without fill, tap and decap cells) --
group	after synthesis	after routing	share of synthesized area, %
buf+inv	38	139	8.311
compound gates	106	106	31.97
fa+ha+maj	16	16	8.864
mux	12	12	7.535
xor+xnor	3	3	1.164
flops	17	17	22.60
simple gates	91	91	19.56
-- worst min path at each step --
| stage | startpoint | cells after the start | slack, ps | end |
|---|---|---|---|---|
| 4_1_cts | address[2] | 5 | 890 | data[0] |
| 5_1_grt | address[2] | 5 | 920 | data[0] |
| 6_report | address[1] | 5 | 880 | data[2] |
-- cells in the final DEF (no fill, tap or decap), types with 5 or more instances in the layout --
cell             synthesis  final
a21oi_1                 24     24
ha_1                    16     14
buf_4                    4     99
o21ai_0                 19     19
o211ai_1                 9      9
nand3_1                  6      6
nor2_1                  23     22
nor2b_1                 12     11
mux2i_1                  8      8
clkdlybuf4s50_1          0     21
o311ai_0                 8      5
nand2_1                 23     23
edfxtp_1                17     17
nor3_1                   7      7
a31oi_1                  6      6
a211oi_1                 5      5
a311oi_1                 6      6
nand2b_1                12     11
-- critical path: cells and delay by family --
family	cells	cell delay, ps
compound gates	3	590
buf+inv	3	920
-- layout make-up --
class | instances | area [um^2] | area share (%)
repair buffers | 127 | 1031 | 30.35
clock buffers | 4 | 45.04 | 1.326
well taps | 136 | 170.2 | 5.009
inverters | 8 | 33.78 | 0.9945
flip-flops and latches | 17 | 510.5 | 15.03
multi-input cells | 228 | 1607 | 47.29
-- where the power goes --
| part | total, mW | switching [mW] | internal, mW |
|---|---|---|---|
| logic | 0.680 | 0.327 | 0.353 |
| registers | 0.450 | 0.00896 | 0.441 |
| clock network | 0.269 | 0.127 | 0.142 |
-- timing repair --
item	4_1_cts	5_1_grt
hold buffers	0	0
endpoints found under the hold margin	0	0
setup endpoints to repair	16	15
resized	10	10
-- metrics by stage --
stage	cells	worst slack (ps)	power [mW]
6_report	520	85.03	1.398
5_1_grt	520	18.78	1.484
4_1_cts	520	7.909	1.398
3_5_place_dp	516	-673.0	1.118
3_3_place_gp	516	-686.2	1.123
2_1_floorplan	283	45.56	0.7625
-- metal layers --
metal	wire length, um	part of all wire (%)	vias to the layer above	GRT usage (%)
li1	-	-	1278	-
met1	4085	45	1254	17.06
met2	4098	45	128	19.14
met3	646	7.1	29	1.989
met4	284	3.1	0	3.057
met5	0	0	-	0
Power is estimated from default activity; no workload was simulated.
