$ cat design/flow/design.v
package param;
    parameter CREDIT_VAL_SIZE = 25 ;
    parameter UP_LIMIT_SIZE = 15 ;
    parameter ATM_CAP_SIZE=        18 ;
    parameter PASSWORD_SIZE = 16 ;
    parameter DEPTH = 64 ;
    parameter PINCARD_SIZE = 6 ;
    parameter WITHDRAW_SIZE=		15;
    parameter TRANSFER_SIZE=		15;
    parameter DEPOSITE_SIZE=		15;
    parameter OP_CHOICE_SIZE=		2;
    parameter WAITING_TIMER_SIZE = 8;
    parameter SLOW_CLK_COUNTER_SIZE=5 ;
    parameter DIVISOR=16;
    parameter RAM_DATA_WIDTH=UP_LIMIT_SIZE+CREDIT_VAL_SIZE;
    parameter ROM_DATA_WIDTH=PASSWORD_SIZE+1;
    parameter WAITING_TIME=5;
endpackage 
import  param::*;
module atm 
     (
        input  clk,
        input  rst_n,
        output logic [CREDIT_VAL_SIZE-1:0] available_credit_out,
        output logic    abort,
        output logic    done,
        output logic    card_spell_out,
        output logic [CREDIT_VAL_SIZE-1:0] final_credit,
        output logic [UP_LIMIT_SIZE-1:0] final_up_limit,
        output logic    transfer_en,
        output logic    wr_en,
        input logic atm_init,
        input logic insert,
        input logic [ATM_CAP_SIZE-1:0] atm_capacity,
        input logic [OP_CHOICE_SIZE-1:0] op_choice,
        input logic language_choice,
        input logic [PASSWORD_SIZE-1:0]input_password,
        input logic [DEPOSITE_SIZE-1:0]deposite_value,
        input logic [WITHDRAW_SIZE-1:0]withdrawal_value,
        input logic [TRANSFER_SIZE-1:0]transfer_value,
        input logic enter,
        input logic cancel,
        input logic [CREDIT_VAL_SIZE-1:0]available_credit,
        input logic [PASSWORD_SIZE-1:0] ref_password,
        input logic valid,
        input logic [UP_LIMIT_SIZE-1:0] up_limit
);
enum bit [3:0] {IDLE,CHECK_CARD,LANGUAGE_CHOICE,OPERATION_CHOICE,DEPOSITE,WITHDRAWAL,BALANCE_SERVICE,TRANSFER,ABORT} current_state,next_state;
localparam [OP_CHOICE_SIZE-1:0] DEPOSITE_OP =2'd0 ;
localparam [OP_CHOICE_SIZE-1:0] WITHDRAWAL_OP =2'd1 ;
localparam [OP_CHOICE_SIZE-1:0] BALANCE_SERVICE_OP =2'd2 ;
localparam [OP_CHOICE_SIZE-1:0] TRANSFER_OP =2'd3 ;
 logic [CREDIT_VAL_SIZE-1:0] available_credit_out_nx,available_credit_out_r;
 logic abort_nx,abort_r;
 logic done_nx,done_r;
 logic card_spell_out_nx,card_spell_out_r;
 logic [CREDIT_VAL_SIZE-1:0] final_credit_nx,final_credit_r;
 logic [UP_LIMIT_SIZE-1:0] final_up_limit_nx,final_up_limit_r;
 logic transfer_en_nx,transfer_en_r;
 logic wr_en_nx,wr_en_r;
 logic dead_lock_nx,dead_lock_r;
 logic no_feedthrough_nx,no_feedthrough_r;
 logic [2:0] transfer_seq_count_nx, transfer_seq_count_r;
logic [ATM_CAP_SIZE-1:0] atm_capacity_nx,atm_capacity_r;
logic  language_choice_nx,language_choice_r;
  logic enter_r,enter_pe;
  logic cancel_r,cancel_pe;
  logic [WAITING_TIMER_SIZE-1:0] waiting_timer;      
  logic timer_en_nx,timer_en_r;                      
  logic [$clog2(DIVISOR)-1:0] last_cycle_timer_nx,last_cycle_timer_r;   
always_ff @( posedge clk, negedge rst_n ) begin : posedge_detector
    if(!rst_n)begin
        enter_r<=1'b0; 
        cancel_r<=1'b0;
    end
    else begin
        enter_r<=enter; 
        cancel_r<=cancel;
    end
end
assign enter_pe= (enter && ~enter_r);
assign cancel_pe= (cancel && ~cancel_r);
logic  slow_clk;
 clock_divider  #(.SLOW_CLK_COUNTER_SIZE(SLOW_CLK_COUNTER_SIZE),.DIVISOR(DIVISOR)) clk_divider_inst
     (
     .clk(clk),
     .rst_n(rst_n),
      .slow_clk(slow_clk)
);
always_ff @( posedge slow_clk, negedge rst_n ) begin : wating_timer
    if(!rst_n) begin
        waiting_timer<='0; 
    end
    else if(timer_en_r==1'b1) begin
        waiting_timer<=waiting_timer+1; 
    end
    else begin
        waiting_timer<='0; 
    end
end
always_ff @( posedge clk, negedge rst_n ) begin : Transition_Always_block
    if(!rst_n)begin
        current_state<=IDLE;
        available_credit_out_r<='0;
        abort_r<='0;
        done_r<='0;
        card_spell_out_r<='0;
        final_credit_r<='0;
        final_up_limit_r<='0;
        transfer_en_r<='0;
        atm_capacity_r<='0;
        language_choice_r<='0;
        transfer_seq_count_r<='0;
        wr_en_r<='0;
        timer_en_r<='0;
        dead_lock_r<=1'b1;
        no_feedthrough_r<=1'b0;
        last_cycle_timer_r<='0;
    end
    else begin
        current_state<=next_state;
        available_credit_out_r<=available_credit_out_nx;
        abort_r<=abort_nx;
        done_r<=done_nx;
        card_spell_out_r<=card_spell_out_nx;
        final_credit_r<=final_credit_nx;
        final_up_limit_r<=final_up_limit_nx;
        transfer_en_r<=transfer_en_nx;
        atm_capacity_r<=atm_capacity_nx;
        language_choice_r<=language_choice_nx;
        transfer_seq_count_r<=transfer_seq_count_nx;
        wr_en_r<=wr_en_nx;
        timer_en_r<=timer_en_nx;
        dead_lock_r<=dead_lock_nx;
        no_feedthrough_r<=no_feedthrough_nx;
        last_cycle_timer_r<=last_cycle_timer_nx;
    end
end
always@(*)begin
  next_state=current_state;
  available_credit_out_nx=available_credit_out_r;
  abort_nx=1'b0;
  done_nx=1'b0;
  wr_en_nx=1'b0;
  card_spell_out_nx=1'b0;
  final_credit_nx=final_credit_r;
  final_up_limit_nx=final_up_limit_r;
  transfer_en_nx=transfer_en_r; 
  timer_en_nx=timer_en_r;
  transfer_seq_count_nx=transfer_seq_count_r;
  atm_capacity_nx=atm_capacity_r;
  dead_lock_nx=dead_lock_r;
  no_feedthrough_nx=no_feedthrough_r;
  last_cycle_timer_nx=last_cycle_timer_r;
  case(current_state)
    IDLE:begin
        if(atm_init==1'b1)begin
            atm_capacity_nx=atm_capacity;
        end
       else if(insert==1'b1)begin
        next_state=CHECK_CARD;
        end
    end  
    CHECK_CARD:begin
        if(cancel_pe==1'b1)begin
            next_state=IDLE;
            card_spell_out_nx=1'b1;
        end
        else if(enter_pe==1'b1)begin
           if((input_password==ref_password)&&(valid==1'b1) )begin
            next_state=LANGUAGE_CHOICE;
            final_credit_nx=available_credit;
            final_up_limit_nx=up_limit;
           end
        else begin
          next_state=IDLE;
          card_spell_out_nx=1'b1;
        end
        end
    end  
    LANGUAGE_CHOICE:begin
        if(cancel_pe==1'b1)begin
            next_state=IDLE;
            card_spell_out_nx=1'b1;
        end
        else if(enter_pe==1'b1)begin
        language_choice_nx=language_choice;
        next_state=OPERATION_CHOICE;
        end
    end
    OPERATION_CHOICE:begin
        transfer_seq_count_nx='0;
        dead_lock_nx=1'b1;
        if(cancel_pe==1'b1)begin
            next_state=IDLE;
            card_spell_out_nx=1'b1;
        end
        else if(enter_pe==1'b1)begin
           case(op_choice)
            DEPOSITE_OP:begin
                next_state=DEPOSITE;
            end
            WITHDRAWAL_OP:begin
                next_state=WITHDRAWAL;
            end
            BALANCE_SERVICE_OP:begin
                next_state=BALANCE_SERVICE;
            end
            TRANSFER_OP:begin
                next_state=TRANSFER;
            end
           endcase
            end
    end
    DEPOSITE:begin
        if((cancel_pe==1'b1)&&(timer_en_r==1'b0) && (last_cycle_timer_r == 0))begin
            next_state=OPERATION_CHOICE;
        end
        else if (no_feedthrough_r==1'b0)begin
            no_feedthrough_nx=1'b1;
        end
        else if((enter_pe==1'b1)&&(dead_lock_r==1'b1)&&(no_feedthrough_r==1'b1))begin
            final_credit_nx=final_credit_r+deposite_value;
            atm_capacity_nx=atm_capacity_r+deposite_value;
            wr_en_nx=1'b1;
            timer_en_nx=1;
            dead_lock_nx=1'b0;
        end
       else if((waiting_timer==WAITING_TIME) )begin
            timer_en_nx=1'b0;
            last_cycle_timer_nx=last_cycle_timer_r+1;
            if(last_cycle_timer_r==(DIVISOR-1))begin
            done_nx=1'b1;
            next_state=OPERATION_CHOICE;
            dead_lock_nx=1'b1;
            no_feedthrough_nx=1'b0;
            last_cycle_timer_nx='0;
       end
        end
    end
    WITHDRAWAL:begin
        if((cancel_pe==1'b1)&&(timer_en_r==1'b0) && (last_cycle_timer_r == 0))begin
            next_state=OPERATION_CHOICE;
        end
        else if (no_feedthrough_r==1'b0)begin
            no_feedthrough_nx=1'b1;
        end
        else if((enter_pe==1'b1)&&(dead_lock_r==1'b1)&&(no_feedthrough_r==1'b1))begin
            if((withdrawal_value<=atm_capacity_r)&&(withdrawal_value<=final_credit_r)&&(withdrawal_value<=final_up_limit_r))begin
                final_credit_nx=final_credit_r-withdrawal_value;
                final_up_limit_nx=final_up_limit_r-withdrawal_value;
                atm_capacity_nx=atm_capacity_r-withdrawal_value;
                timer_en_nx=1'b1;
                wr_en_nx=1'b1;
                dead_lock_nx=1'b0;
            end
            else begin
                abort_nx=1'b1;
                next_state=ABORT;
                card_spell_out_nx=1'b1;
                dead_lock_nx=1'b1;
                no_feedthrough_nx=1'b0;
            end
        end
        else if(waiting_timer==WAITING_TIME )begin
            timer_en_nx=1'b0;
            last_cycle_timer_nx=last_cycle_timer_r+1;
            if(last_cycle_timer_r==(DIVISOR-1))begin
            done_nx=1'b1;
            next_state=OPERATION_CHOICE;
            dead_lock_nx=1'b1;
            no_feedthrough_nx=1'b0;
            last_cycle_timer_nx='0;
       end
        end
    end
    BALANCE_SERVICE:begin
    done_nx=1'b1;
    next_state=OPERATION_CHOICE;
    available_credit_out_nx=final_credit_r;
    end
    TRANSFER:begin
        if(cancel_pe==1'b1)begin
            next_state=OPERATION_CHOICE;
        end
        else if (no_feedthrough_r==1'b0)begin
            no_feedthrough_nx=1'b1;
        end
        else if((enter_pe==1'b1)&&(dead_lock_r==1'b1)&&(no_feedthrough_r==1'b1))begin
            if((transfer_value<=final_credit_r)&&(transfer_value<=final_up_limit_r))begin
                final_credit_nx=final_credit_r-transfer_value;
                final_up_limit_nx=final_up_limit_r-transfer_value;
                dead_lock_nx=1'b0;
            end
            else begin
                abort_nx=1'b1;
                next_state=ABORT;
                card_spell_out_nx=1'b1;
                dead_lock_nx=1'b1;
                no_feedthrough_nx=1'b0;
            end
        end
        else if(transfer_seq_count_r!=3'd4 && (dead_lock_r==1'b0))begin
            transfer_seq_count_nx=transfer_seq_count_r+1;  
                    case(transfer_seq_count_r)
                        3'b000:begin
                            wr_en_nx=1'b1;                          
                        end
                        3'b001:begin
                            transfer_en_nx=1'b1;
                        end
                        3'b010:begin
                            wr_en_nx=1'b1;
                        end
                        3'b011:begin
                            transfer_en_nx=1'b0;
                            next_state=OPERATION_CHOICE;
                            done_nx=1'b1;
                            dead_lock_nx=1'b1;
                            no_feedthrough_nx=1'b0;
                        end
                    endcase 
         end
    end
    ABORT:begin
        next_state=IDLE;
    end
endcase
end
assign   available_credit_out=available_credit_out_r;
assign   abort=abort_r;
assign   done=done_r;
assign   card_spell_out=card_spell_out_r;
assign   final_credit=final_credit_r;
assign   final_up_limit=final_up_limit_r;
assign   transfer_en=transfer_en_r;
assign   wr_en=wr_en_r;
endmodule
module clock_divider
    #(parameter SLOW_CLK_COUNTER_SIZE=5,DIVISOR=16)
     (
    input clk,
    input rst_n,
    output  slow_clk
);
reg [SLOW_CLK_COUNTER_SIZE-1:0] counter;
    always @( posedge clk,negedge rst_n ) begin : blockName
        if(!rst_n)begin
            counter<=1'b0; 
        end
        else begin
            counter<=counter+1;
        end
    end
    assign slow_clk=counter[$clog2(DIVISOR)-1];
endmodule
$ cat design/flow/run.sh
#!/bin/bash
# OpenROAD 26Q1-2900-gdf79404cd8, Yosys 0.63+post, stock flow scripts
make -C /OpenROAD-flow-scripts/flow DESIGN_CONFIG=/design/flow/config.mk WORK_HOME=/design/flow/orfs finish
$ cat design/flow/config.mk
export PLATFORM = sky130hd
export DESIGN_NAME = atm
export DESIGN_NICKNAME = atm
export VERILOG_FILES = /design/flow/design.v
export SDC_FILE = /design/flow/constraint.sdc
export NUM_CORES = 4
export LEC_CHECK = 1
export CORE_UTILIZATION = 40
$ cat design/flow/constraint.sdc
current_design atm

set clk_period 12.5
set clk_io_pct 0.2

create_clock -name clk0 -period $clk_period [get_ports {clk}]

set non_clock_inputs [all_inputs -no_clocks]
set_input_delay [expr $clk_period * $clk_io_pct] -clock clk0 $non_clock_inputs
set_output_delay [expr $clk_period * $clk_io_pct] -clock clk0 [all_outputs]
==> deck_impl_summary.md <==
Implementation Results

Worst setup path
  – Crit end category: flip-flop
  – FF-to-FF Start: final_credit_r[0]
  – Crit path cell chain: clkdlybuf4s50_1 > ha_1 > inv_1 > fa_1 > a211oi_1 > o21ai_1 > a31oi_1 > o21ai_1 > a211o_1 > nand3_2 > o21a_1 > nor3_4 > buf_4 > mux2_1
  – Worst EP required: 12820 ps
  – Capturing point of the worst reg2reg path: final_credit_r[20]
  – Setup CP Type: primary input to flip-flop
  – CP Max Fanout: 15
  – Worst path most repeated cell: o21ai_1
  – CP max stage delay: 580 ps
  – R2R setup slack: 8410 ps
  – Slowest-stage cell, CP: clkdlybuf4s50_1
  – FF-to-FF path depth: 13
  – Critical path arrival: 6490 ps
  – Startpoint Class: primary input

Floorplan
  – Pre-Place Util: 40.9%
  – Full die area: 30300 um2
  – Die height: 174 um
  – DIE WIDTH: 174 um
  – # rows: 62
  – # IOs: 215
  – Core ar.: 28900 um2

Worst hold path
  – Hold path startpoint: current_state[1]
  – Hold Crit Depth: 2
  – Min-delay worst type: flip-flop to flip-flop
  – WHS Endpoint: current_state[0]

Final timing
  – Final TNS setup: 0 ps
  – Final worst path period need: 6180 ps
  – Final Cycle Share: 49.4%
  – Worst-Margin Slew: 877 ps
  – Max frequency: 0.162 GHz
  – Count of unclocked register or latch pins: 8
  – Final count of negative-setup-slack endpoints: 0
  – Pins Over Slew Limit: 0
  – Slew Limit Headroom: 41.1%
  – Final hold vios: 0
  – Clock skew: 10.1 ps
  – Setup ws final: 6320 ps
  – Endpoints left unconstrained: 8
  – Unrepaired setup endpoints after global routing: no
  – Hold slack: 449 ps

Drt
  – Vias/cell: 5.87
  – Total number of vias: 11700
  – Ant. Diodes: 0
  – Post-route ant nets: 0
  – Remaining DRCs: 0
  – Wire per inst: 19.9 um
  – Iteration-0 DRC Markers: 972
  – Final Routed Wirelength: 39600 um
  – DR pass1 iterations: 7

CTS
  – Resize count post-CTS: 0
  – Root buf cell: clkbuf_16
  – Num CTS Buffers: 17
  – Htree depth: 4
  – Max Buffers Root-to-Sink: 2
  – Worst-Skew Late Latency: 440 ps
  – CTS Hold Buffers Added: 0
  – CTS clk-pin slew, worst paths: 60 ps
  – CTS tree: built
  – Post-CTS setup buffers: 0

Logic synthesis
  – Synth Cell Area: 11800 um2
  – Ys Warns: 2
  – Syn Area/Cell: 8.48 um2
  – Ys flop type: dfrtp_1
  – Post-synth seq share: 25.6%
  – Mapped Cells: 1396
  – Ys async rst share: 100%
  – Yosys cell count: 1396
  – EDFF count, synth: 0
  – Chip area line of the yosys report: 11800 um2
  – Library cells used by synthesis: 81
  – Flops after synth: 121

Global route
  – Vias in the first global route: 11000
  – Largest net degree at the start of global routing: 47
  – First-pass GRT wire length: 61900 um
  – GR Util All Layers: 26.8%
  – Initial antenna violation count: 0
  – GRT overflow: 0

Run
  – Tool warnings: 31
  – Max-cap violations: 0

Placed design
  – Pre-CTS setup slack: 5960 ps
  – Routability cong.: 0.942
  – Hpwl dp: 29800 um
  – Port-buffer cells: 213
  – Inst Count DP: 1959

Power
  – Power Dens Cells: 210 nW/um2
  – Maximum vdd drop: 0.000105 V
  – Static Leak: 6.34 nW
  – Total power: 0.00313 W

Cells and area
  – Post-Layout Cell Count: 1991
  – Share of cells above drive strength 1: 7.03%
  – Fillers: 2621
  – Area growth from synthesis to layout: 26.1%

Outcome
  – Status: complete, no violations
[power by group]
group	total (W)	internal, W	switching, W
Combinational	0.00194	0.000919	0.00102
Sequential	0.000698	0.000477	0.000221
Clock	0.000492	0.000282	0.000210
Total	0.00313	0.00168	0.00145
[worst max-delay path by stage]
stage	startpoint	end	slack, ps	cells past startpoint
4_1_cts	withdrawal_value[0]	final_up_limit_r[8]	6390	14
5_1_grt	withdrawal_value[0]	final_up_limit_r[8]	6150	14
6_report	withdrawal_value[0]	final_up_limit_r[5]	6320	14
[critical path, delay by kind of cell]
kind	cells	cell delay (ps)
adder cells (fa/ha/maj)	2	630
buffers and inverters	3	860
multiplexers	1	330
AND-OR/OR-AND	6	1940
AND/OR/NAND/NOR	2	220
[synth_stat cells, types with 10 or more instances]
cell type  number  area share, %
dfrtp_1       119             25
ha_1          115             12
nand2_1       110            3.5
a21oi_1       101            4.3
nor2_1         89            2.8
xnor2_1        77            5.7
o21ai_0        74            3.1
inv_1          69            2.2
nand3_1        48            2.0
clkbuf_1       41            1.3
mux2_2         41            3.9
xor2_1         41            3.0
a21o_1         40            2.5
nor3_1         34            1.4
a31oi_1        29            1.5
a211oi_1       22            1.4
a22oi_1        21            1.3
o211ai_1       20            1.3
nand2b_1       18           0.95
o21a_1         17            1.1
nor2b_1        15           0.79
and3_1         14           0.74
o21bai_1       14           0.89
a222oi_1       11           0.93
nand4_1        11           0.58
or3_1          11           0.58
and2_1         10           0.53
[layer usage]
| layer | wire, um | part of all wire, % | vias to the layer above | GRT usage, % |
|---|---|---|---|---|
| li1 | - | - | 5644 | - |
| met1 | 17600 | 44 | 5511 | 38.8 |
| met2 | 18300 | 46 | 463 | 42.6 |
| met3 | 2510 | 6.4 | 69 | 4.19 |
| met4 | 1250 | 3.2 | 0 | 7.13 |
| met5 | 0 | 0 | - | 0 |
[state kept, by name, indices dropped and copies added, names as in the netlist, 3 cells and up]
register / count
current_state: 9
final_up_limit_r: 15
waiting_timer: 8
transfer_seq_count_r: 3
atm_capacity_r: 18
clk_divider_inst.counter: 4
available_credit_out_r: 25
last_cycle_timer_r: 4
final_credit_r: 25
[cell usage in the layout (no fill, tap or decap), drive strengths merged, types with 11 or more instances in the layout]
cell type	count
a211oi	23
nor2b	15
a21oi	101
xnor2	77
nand3	49
and3	14
clkbuf	19
o21a	17
nor2	90
a22oi	21
dfrtp	119
nand4	11
mux2	49
or3	11
o21bai	14
clkdlybuf4s50	212
o211ai	20
a21o	40
nor3	35
nand2b	18
buf	17
xor2	41
a31oi	29
o21ai	81
a222oi	11
nand2	110
inv	74
ha	115
[kinds of logic (layout without fill, tap and decap cells)]
family / Yosys count / count (layout) / share of synthesized area [%]
compound gates: 456 / 456 / 26.2
xor+xnor: 118 / 118 / 8.73
fa+ha+maj: 122 / 122 / 13.3
buf+inv: 120 / 331 / 4.01
flops: 121 / 121 / 25.6
mux: 57 / 57 / 5.34
simple gates: 402 / 402 / 16.8
[final cells by class]
class / instances / area [um2] / area share [%]
timing repair buffer: 229 / 2250 / 15.1
sequential: 121 / 3030 / 20.3
clock inverter: 13 / 126 / 0.847
tap: 384 / 480 / 3.22
inverter: 70 / 263 / 1.76
clock buffer: 19 / 443 / 2.97
multi-input combinational: 1155 / 8330 / 55.8
[stage by stage]
stage / area [um2] / util (%)
floorplan: 11800 / -
detailed placement: 14400 / 49.6
global placement: 14400 / 49.6
finish: 14900 / 51.6
global route: 14900 / 51.6
CTS: 14900 / 51.6
No activity file was given, so power comes from the tool's default toggle rates.
